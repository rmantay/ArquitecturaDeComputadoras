==> flow/design.v <==
`timescale 1ns / 1ps
module Int_Rx
#(parameter 	NBIT = 8
)
(	input CLK, RESET,
	input FIFO_empty,
	input [7:0]	data_in,
	output [7:0]	data_out,
	output [2:0] SEL,
	output reg RD_FIFO, FIN,	
	output [2:0] STATE, 
	output [7:0] DATOA, DATOB, OP, CH
    );
localparam [2:0]
idle= 3'b000,
dato_A=3'b001,
operacion=3'b010,
dato_B= 3'b011,
resultado = 3'b100,
envio = 3'b101;
localparam[7:0]
suma=8'b00100000,
srl=8'b00100001,
resta=8'b00100010,
sra=8'b00100011,
and1=8'b00100100,
or2=8'b00100101,
xor3=8'b00100110,
nor4=8'b00100111;
reg [2:0] state, state_next;
reg [7:0] datoA, datoA_next;
reg [7:0] op, op_next;
reg [7:0] datoB, datoB_next;
reg [7:0] d_out, d_out_next;
reg [7:0] ch;
reg [2:0] select, select_next;
assign data_out= d_out;
assign SEL=select;
assign STATE = state;
assign CH = ch;
assign DATOA = datoA;
assign DATOB = datoB;
assign OP = op;
always @(posedge CLK, posedge RESET)
	if(RESET) begin
	state <= idle;
	datoA <= 0;
	op<= suma;
	datoB <= 0;
	d_out<=0;
	select <=0;
	end
	else begin
	state<= state_next;
	datoA<= datoA_next;
	op<= op_next;
	datoB<= datoB_next;
	d_out<= d_out_next;
	select <=select_next;
	end
always @(*)
	begin
		state_next =state;
		datoA_next = datoA;
		op_next=op;
		datoB_next=datoB;
		RD_FIFO = 0;
		FIN = 0;
		d_out_next=d_out;
		select_next = select;
		case(state)
			idle:
			if(FIFO_empty)
			state_next=idle;
			else begin
			ch = data_in;
			RD_FIFO=1'b1;
			ch=ch-48;
			if(ch>=0&&ch<=9)
			begin
			state_next=dato_A;
			datoA_next=ch;
			ch = 0;
			end
			else
			state_next=idle;
			end
			dato_A:
			if(FIFO_empty)
				state_next = dato_A;
			else begin
			ch = data_in;
			RD_FIFO=1'b1;
			case(ch)
			38:
			begin
			op_next=and1;
			state_next=operacion;
			end
			43:
			begin
			op_next=suma;
			state_next=operacion;
			end
			45:
			begin
			op_next=resta;
			state_next=operacion;
			end
			62:
			begin
			op_next=srl;
			state_next=operacion;
			end
			63:
			begin
			op_next=sra;
			state_next=operacion;
			end
			94:
			begin
			op_next=or2;
			state_next=operacion;
			end
			120:
			begin
			op_next=xor3;
			state_next=operacion;
			end
			126:
			begin
			op_next=nor4;
			state_next=operacion;
			end
			default:
			begin
			ch=ch-48;
			if(ch>=0&&ch<=9)
			begin
			state_next=dato_A;
			datoA_next =(10*datoA)+ ch ;
			ch = 0;
			end
			end
			endcase
			if(state_next==operacion)
			begin
			d_out_next=datoA;
			select_next=3'b001;			
			end
			end
			operacion:
			if(FIFO_empty)
			state_next =operacion;
			else begin
			ch = data_in;
			RD_FIFO=1'b1;
			ch=ch-48;
			if(ch>=0&&ch<=9)
			begin
			state_next=dato_B;
			datoB_next = ch;
			ch = 0;
			d_out_next = op;
			select_next=3'b100;
			end
			else
			state_next=operacion;
			end
			dato_B:
			if(FIFO_empty)
			state_next =dato_B;
			else begin
			ch=data_in;
			RD_FIFO=1'b1;
				if(ch==61)
					begin
						d_out_next=datoB;
						select_next=3'b010;
						state_next=resultado;
						ch = 0;
					end
				else begin
				ch=ch-48;
					if(ch>=0&&ch<=9)
						begin
							state_next=dato_B;
							datoB_next =(10*datoB)+ ch ;
							ch = 0;
						end
			else
			begin
				state_next=dato_B;
				end
			end
			end
			resultado:
				begin
						state_next=envio;
					end
			envio:
				begin
					FIN=1;
					state_next = idle;
				end
		endcase	
	end
endmodule
==> flow/run.sh <==
#!/bin/bash
# OpenROAD 26Q1-2900-gdf79404cd8, Yosys 0.63+post, stock flow scripts
make -C /OpenROAD-flow-scripts/flow DESIGN_CONFIG=/design/flow/config.mk WORK_HOME=/design/flow/orfs finish
==> flow/config.mk <==
export PLATFORM = sky130hd
export DESIGN_NAME = Int_Rx
export DESIGN_NICKNAME = Int_Rx
export VERILOG_FILES = /design/flow/design.v
export SDC_FILE = /design/flow/constraint.sdc
export NUM_CORES = 4
export LEC_CHECK = 1
export CORE_UTILIZATION = 40
==> flow/constraint.sdc <==
current_design Int_Rx

set clk_period 2.8
set clk_io_pct 0.2

create_clock -name clk0 -period $clk_period [get_ports {CLK}]

set non_clock_inputs [all_inputs -no_clocks]
set_input_delay [expr $clk_period * $clk_io_pct] -clock clk0 $non_clock_inputs
set_output_delay [expr $clk_period * $clk_io_pct] -clock clk0 [all_outputs]
==> node_exporter_impl.prom <==
# HELP chip_impl_metric Flow report values
# TYPE chip_impl_metric gauge
chip_impl_info{name="worstHoldStart",value="d_out[2]$_DFFE_PP0P_"} 1
chip_impl_metric{name="final-setup-viol-count",unit=""} 0
chip_impl_metric{name="cts_inserted_buffers",unit=""} 5
chip_impl_metric{name="fillCellCount",unit=""} 749
chip_impl_metric{name="maxCapViolCount",unit=""} 0
chip_impl_metric{name="number_of_global_route_vias_before_repair",unit=""} 2653
chip_impl_info{name="crit-reg2reg-launch",value="datoA[1]$_DFFE_PP0P_"} 1
chip_impl_metric{name="detail_route.vias_per_cell",unit=""} 5.214
chip_impl_metric{name="core_util_floorplan",unit="%"} 41.78
chip_impl_info{name="area_leaders",value="sky130_fd_sc_hd__dfrtp_1 25%, sky130_fd_sc_hd__ha_1 13%, sky130_fd_sc_hd__a21oi_1 4.1%"} 1
chip_impl_metric{name="drtPass1Iterations",unit=""} 4
chip_impl_metric{name="antennaDiodeCount",unit=""} 0
chip_impl_metric{name="post_synth_instance_area",unit="mm²"} 0.003262
chip_impl_metric{name="cp_data_arrival_time",unit="ps"} 2850
chip_impl_metric{name="yosys.cell_types.count",unit=""} 66
chip_impl_metric{name="logic_depth_of_the_worst_register_to_register_path",unit=""} 10
chip_impl_metric{name="die_width",unit="µm"} 92.31
chip_impl_info{name="grt_setup_unrepaired",value="false"} 1
chip_impl_metric{name="synth.ff_latch_count",unit=""} 41
chip_impl_metric{name="critical_path.max_stage_delay",unit="ps"} 460
chip_impl_info{name="cp_top_family",value="adder cells"} 1
chip_impl_metric{name="timing_max_transition_violations_final",unit=""} 0
chip_impl_metric{name="hold_ws",unit="ps"} 488.7
chip_impl_info{name="min-delay-path-class",value="flip-flop to flip-flop"} 1
chip_impl_metric{name="synth-async-reset-ratio",unit="%"} 80.49
chip_impl_metric{name="setup_total_negative_slack",unit="ps"} 0
chip_impl_metric{name="critical_path_depth",unit=""} 10
chip_impl_metric{name="ys_cells",unit=""} 351
chip_impl_metric{name="power-per-cell-area",unit="mW/mm²"} 623.6
chip_impl_info{name="path_class",value="flip-flop to flip-flop"} 1
chip_impl_metric{name="cellLeakagePower",unit="nW"} 1.931
chip_impl_metric{name="ys.warnings.count",unit=""} 1
chip_impl_metric{name="drc",unit=""} 0
chip_impl_metric{name="mi_logic_area",unit="mm²"} 0.002073
chip_impl_metric{name="number_of_buffers_between_clock_root_and_the_deepest_sink",unit=""} 2
chip_impl_metric{name="period_minus_slack",unit="ps"} 2675
chip_impl_metric{name="detail_route.iter0.violations",unit=""} 127
chip_impl_info{name="worst_path_max_delay_cell",value="sky130_fd_sc_hd__fa_1"} 1
chip_impl_info{name="status",value="finished, final reports clean"} 1
chip_impl_metric{name="drt.antenna.violating_nets",unit=""} 0
chip_impl_metric{name="timing.critical_path.fanout_max",unit=""} 3
chip_impl_metric{name="gr-usage-met2",unit="%"} 31.54
chip_impl_metric{name="chipArea",unit="mm²"} 0.008520
chip_impl_metric{name="gp_routability_congestion",unit=""} 0.9179
chip_impl_info{name="critPathMostFrequentCell",value="sky130_fd_sc_hd__ha_1"} 1
chip_impl_metric{name="route.vias.total",unit=""} 2847
chip_impl_metric{name="post_route_cells_drive_above_1_share",unit="%"} 18.02
chip_impl_metric{name="post_cts_buffers",unit=""} 0
chip_impl_metric{name="core-area",unit="mm²"} 0.007807
chip_impl_metric{name="placement_rows",unit=""} 32
chip_impl_info{name="reg2reg_to",value="datoA[7]$_DFFE_PP0P_"} 1
chip_impl_metric{name="port_buffers",unit=""} 53
chip_impl_metric{name="finalWirelength",unit="µm"} 8066
chip_impl_metric{name="maxClockFrequency",unit="MHz"} 373.8
chip_impl_metric{name="yosys.stat.chipArea",unit="mm²"} 0.003262
chip_impl_metric{name="layout.core_utilization",unit="%"} 54.71
chip_impl_metric{name="netlist.area_leader.share",unit="%"} 25.32
chip_impl_metric{name="dp_hpwl",unit="µm"} 6572
chip_impl_metric{name="global_route_wire_length_before_repair",unit="µm"} 13610
chip_impl_metric{name="clock_insertion_delay_worst_skew",unit="ps"} 280
chip_impl_metric{name="mean_post_synth_cell_area",unit="µm²"} 9.293
chip_impl_metric{name="min_delay_path_depth",unit=""} 1
chip_impl_metric{name="unclocked_regs",unit=""} 8
chip_impl_metric{name="seqCellArea",unit="µm²"} 945.9
chip_impl_metric{name="io_pins",unit=""} 59
chip_impl_metric{name="place_inst",unit=""} 538
chip_impl_metric{name="final_min_period_over_clock_period",unit="%"} 95.55
chip_impl_metric{name="h_tree_levels",unit=""} 2
chip_impl_metric{name="global_route_usage_over_all_layers",unit="%"} 20.70
chip_impl_metric{name="number_of_antenna_violations_at_the_first_check_in_global_routing",unit=""} 0
chip_impl_metric{name="number_of_unconstrained_endpoints",unit=""} 16
chip_impl_info{name="crit_path_start_kind",value="flip-flop"} 1
chip_impl_info{name="yosys_most_used_dff",value="sky130_fd_sc_hd__dfrtp_1"} 1
chip_impl_info{name="crit_path_end_kind",value="flip-flop"} 1
chip_impl_info{name="path_cells",value="ha_1, ha_1, fa_1, ha_1, o21a_1, o31a_1, o22ai_1, xnor2_1, nor2_1, mux2_4"} 1
chip_impl_metric{name="die-height",unit="µm"} 92.31
chip_impl_info{name="largest_area_cell",value="sky130_fd_sc_hd__dfrtp_1"} 1
chip_impl_metric{name="largest_net_degree_at_the_start_of_global_routing",unit=""} 34
chip_impl_info{name="cts.root.buffer_cell",value="sky130_fd_sc_hd__clkbuf_8"} 1
chip_impl_metric{name="maxSlewHeadroom",unit="%"} 56.79
chip_impl_info{name="cts_tree",value="done"} 1
chip_impl_metric{name="openroad.warnings",unit=""} 30
chip_impl_metric{name="worst_clock_skew",unit="ps"} 5.690
chip_impl_metric{name="route.detailed.wl_per_inst",unit="µm"} 14.77
chip_impl_info{name="grt.busiest_layer",value="met1"} 1
chip_impl_metric{name="power.ir.vdd_worst",unit="µV"} 571.9
chip_impl_metric{name="grt_remaining_overflow",unit=""} 0
chip_impl_metric{name="post_cts_hold_buffer_count",unit=""} 0
chip_impl_metric{name="worst-r2r-setup-slack",unit="ps"} 120
chip_impl_metric{name="fin_cells",unit=""} 546
chip_impl_metric{name="clk_transition_reported_paths",unit="ps"} 70
chip_impl_metric{name="area.growth.synth_to_final",unit="%"} 30.96
chip_impl_info{name="min_delay_worst_endpoint",value="d_out[2]$_DFFE_PP0P_"} 1
chip_impl_metric{name="use_met1",unit="%"} 33.22
chip_impl_metric{name="grt_util_met3",unit="%"} 2.757
chip_impl_metric{name="tightest_slew",unit="ps"} 641.3
chip_impl_metric{name="hold_violations",unit=""} 0
chip_impl_metric{name="timing.critical_path.required",unit="ps"} 2970
chip_impl_metric{name="critical_path.n_buffers_inverters",unit=""} 0
chip_impl_info{name="synth.top_cells.by_count",value="33 x sky130_fd_sc_hd__dfrtp_1, 33 x sky130_fd_sc_hd__ha_1, 27 x sky130_fd_sc_hd__a21oi_1, 25 x sky130_fd_sc_hd__inv_1, 22 x sky130_fd_sc_hd__nand2_1"} 1
chip_impl_metric{name="synth-edff-count",unit=""} 0
chip_impl_metric{name="cell_count_after_synthesis",unit=""} 351
chip_impl_metric{name="cts-resized-gates",unit=""} 0
==> flip-flops by register name, indices dropped and copies added, names as in the netlist <==
name    count
state       3
d_out       8
ch          8
datoB       8
datoA       8
op          3
select      3
==> where the power goes <==
part | switching [mW] | leakage (nW) | internal [mW] | total [mW]
logic | 0.691 | 1.43 | 0.894 | 1.58
clock network | 0.181 | 0.0439 | 0.171 | 0.352
registers | 0.113 | 0.457 | 0.614 | 0.727
==> worst max path at each step <==
| stage | startpoint | to | slack, ps |
|---|---|---|---|
| 4_1_cts | datoA[1]$_DFFE_PP0P_ | datoA[7]$_DFFE_PP0P_ | 110 |
| 6_report | datoA[1]$_DFFE_PP0P_ | datoA[7]$_DFFE_PP0P_ | 120 |
| 5_1_grt | datoA[1]$_DFFE_PP0P_ | datoA[7]$_DFFE_PP0P_ | 9 |
==> worst reg2reg max path, cell delays in order, from the launching register on <==
cell                      delay, ps
sky130_fd_sc_hd__dfrtp_1        410
sky130_fd_sc_hd__ha_1           300
sky130_fd_sc_hd__ha_1           230
sky130_fd_sc_hd__fa_1           460
sky130_fd_sc_hd__ha_1           330
sky130_fd_sc_hd__o21a_1         110
sky130_fd_sc_hd__o31a_1         110
sky130_fd_sc_hd__o22ai_1        170
sky130_fd_sc_hd__xnor2_1        140
sky130_fd_sc_hd__nor2_1          50
sky130_fd_sc_hd__mux2_4         250
==> kinds of logic (layout without fill, tap and decap cells) <==
family	after synthesis	count (layout)	share of synthesized area (%)
AOI/OAI and AO/OA	101	101	22.36
xor gates and xnor gates	16	16	4.296
adders and majority gates	37	37	15.11
buffers and inverters	50	140	7.786
DFF	33	33	25.32
latches	8	8	3.682
muxes	17	17	5.754
other	2	5	0.2302
and+or+nand+nor	87	87	15.46
==> final cells by class <==
cell class,count,share of cell area [%]
Multi-Input combinational cell,263,48.54
Sequential cell,41,22.14
Timing Repair Buffer,106,22.03
Tap cell,102,2.988
Inverter,26,2.285
Clock buffer,5,1.611
Clock inverter,3,0.4101
==> per-layer routing <==
metal | vias to the layer above | share of wire, %
li1 | 1436 | -
met3 | 8 | 3.9
met1 | 1326 | 50
met4 | 0 | 1.2
met5 | - | 0
met2 | 77 | 45
==> through the flow <==
step           area, µm²  total power [mW]  setup slack [ps]
6_report            4272             2.664             124.7
5_1_grt             4272             2.900             9.297
4_1_cts             4272             2.686             112.7
3_5_place_dp        4185             2.327            -104.4
3_3_place_gp        4185             2.301            -42.96
2_1_floorplan       3273             1.696             277.9
==> layout by cell type, fill, tap and decap left out, types with 6 or more instances in the layout <==
master                            count
sky130_fd_sc_hd__a211oi_1             7
sky130_fd_sc_hd__a21o_1               6
sky130_fd_sc_hd__a21oi_1             27
sky130_fd_sc_hd__and2_1               6
sky130_fd_sc_hd__buf_4               52
sky130_fd_sc_hd__clkdlybuf4s50_1     53
sky130_fd_sc_hd__dfrtp_1             33
sky130_fd_sc_hd__dlxtn_1              8
sky130_fd_sc_hd__ha_1                33
sky130_fd_sc_hd__inv_1               25
sky130_fd_sc_hd__mux2i_1             12
sky130_fd_sc_hd__nand2_1             22
sky130_fd_sc_hd__nor2_1              20
sky130_fd_sc_hd__nor2b_1              8
sky130_fd_sc_hd__o21a_1               8
sky130_fd_sc_hd__o21ai_0             14
sky130_fd_sc_hd__xnor2_1             11
Power is estimated from default activity; no workload was simulated.
