<file path="flow/design.v">
`timescale 1ns / 1ps
module LED( input CLK,
				output [7:0] LEDS
    );
	 reg [31:0] limite = 50000000;
	 reg [31:0] cuenta = 0;
	 reg [31:0] luz = 0;
	 always @(posedge CLK)
	 begin
		if(cuenta==limite)
		begin
			luz = luz + 1;
			cuenta=0;
		end
		else begin
		cuenta = cuenta + 1;
		end
	end
	assign LEDS = luz;
endmodule
</file>
<file path="flow/run.sh">
#!/bin/bash
# OpenROAD 26Q1-2900-gdf79404cd8, Yosys 0.63+post, stock flow scripts
make -C /OpenROAD-flow-scripts/flow DESIGN_CONFIG=/design/flow/config.mk WORK_HOME=/design/flow/orfs finish
</file>
<file path="flow/config.mk">
export PLATFORM = sky130hd
export DESIGN_NAME = LED
export DESIGN_NICKNAME = LED
export VERILOG_FILES = /design/flow/design.v
export SDC_FILE = /design/flow/constraint.sdc
export NUM_CORES = 4
export LEC_CHECK = 1
export CORE_UTILIZATION = 40
</file>
<file path="flow/constraint.sdc">
current_design LED

set clk_period 3.7
set clk_io_pct 0.2

create_clock -name clk0 -period $clk_period [get_ports {CLK}]

set non_clock_inputs [all_inputs -no_clocks]
set_input_delay [expr $clk_period * $clk_io_pct] -clock clk0 $non_clock_inputs
set_output_delay [expr $clk_period * $clk_io_pct] -clock clk0 [all_outputs]
</file>
==> impl_metrics.yaml <==
# synthesis and place-and-route metrics
status:
  outcome: "completed"
power_and_ir_drop:
  intPower_mw: 0.642
  p_leak_nw: 0.710
  power.total_mw: 0.784
  p_clk_share_pct: 43.6
  power.density_mw_per_mm2: 381
  p_sw_share_pct: 18.0
  vdd_drop_max_uv: 318
  p_seq_share_pct: 56.4
  power.switching_mw: 0.141
  power_frac_comb_pct: 0
worst_hold_path:
  hold_class: "flop to flop"
final_timing:
  fmax_mhz: 508
  final-max-slew-violation-count: 0
  slew_headroom_pct: 60.8
  tightest_slew_ps: 583
  finClkSkew_ps: 8.13
  period_used_pct: 53.2
  setup_ws_ps: 1730
  period_minus_slack_ps: 1970
  timing_hold_violations_final: 0
  rsz0062_at_grt: "false"
  setup_viol: 0
  tns_ps: 0
floorplan:
  fp.dieW_um: 69.5
  die_area_mm2: 0.00482
  core_area_mm2: 0.00435
  rows: 24
  floorplan.core_util_pct: 41.8
  die.size.y_um: 69.5
  ioPinCount: 9
final_layout:
  regArea_um2: 881
  fillCellCount: 386
  final_cells: 242
  synthToLayoutAreaGrowth_pct: 12.9
  layout.area.comb_um2: 891
  post-route-util_pct: 47.2
  layout-drive-gt1-share_pct: 9.47
cts:
  cts_root_buffer: "clkbuf_8"
  ctsHoldBuffers: 0
  path_clk_slew_ps: 70
  cts_buffer_depth: 2
  cts_sinks: 40
  cts_resized: 0
  htree_levels: 2
  cts_tree: "done"
  numCtsBuffers: 5
  clock_latency_ps: 290
  postCtsSetupRepairBufs: 0
yosys:
  syn_area_mm2: 0.00182
  ys_ff: 40
  yosysTopAreaCellShare_pct: 35.2
  synth-edff-count: 8
  synth-area-yosys_mm2: 0.00182
  topCellsByArea: "dfxtp_1 35%, edfxtp_1 13%, xnor2_1 12%"
  async_flop_share_pct: 0
  synth_warnings: 1
  syn_inst: 177
  yosys_cells: 177
  ys_seq_share_pct: 48.4
  synth_area_leader_cell: "dfxtp_1"
  ff_type: "dfxtp_1"
  syn_avg_cell_area_um2: 10.3
  synth.distinct_cells: 31
global_routing:
  grt_pass1_vias: 1248
  grt_max_degree: 21
  globalRouteOverflowTotal: 0
  grt_pass1_wl_um: 5900
  grtUsageTotal_pct: 15.3
  antenna_found_initial: 0
drt:
  drc: 0
  wirelength_um: 3250
  wl_per_cell_um: 13.4
  first_pass_iters: 4
  vias: 1286
  final_antenna_net_count: 0
  antenna_cells: 0
  drt_iter0_drc: 59
  vias_per_cell: 5.31
critical_path:
  cp_max_fo: 20
  crit_required_ps: 3680
  path_class: "flop to flop"
  crit_path_end_kind: "flop"
  worst_ep_arrival_time_ps: 1950
  cp-start-kind: "flop"
job:
  log.warning_count: 26
  drv_cap: 0
place:
  pre_cts_ws_ps: 1730
  dpl.hpwl_um: 2340
  gp_congestion: 0.881
  io_buffers: 8
  dp_cells: 234
## cell families (layout without fill, tap and decap cells)
logic type      after synthesis  in the layout  synth area share (%)
fa+ha+maj                     3              3                  2.06
simple gates                 86             86                  28.7
buf+inv                      10             23                  2.68
flops                        40             40                  48.4
xor+xnor                     33             33                  15.9
compound gates                5              5                  2.27
## worst max-delay path: stages (launching register included)
cell,delay [ps]
dfxtp_1,360
inv_1,70
ha_1,130
nor4bb_1,290
nand4_1,230
nor4_4,290
buf_4,280
## cell usage in the layout (no fill, tap or decap), types with 2 or more instances in the layout
master            n
nand2_1          15
xnor2_1          24
and3_1            4
dfxtp_1          32
clkdlybuf4s50_1   8
and4_1            4
nand4_1          12
clkbuf_8          5
nor4b_2           2
a211o_1           2
nor3_1            4
nor4_1            5
inv_1             6
nor2_1           15
edfxtp_1          8
ha_1              3
nor3_2            2
nand3_1          14
xor2_1            9
## stage by stage
step / hold slack [ps] / cell area (um^2)
3_3_place_gp: 468 / 1950
5_1_grt: 517 / 2050
4_1_cts: 487 / 2050
6_report: 485 / 2050
3_5_place_dp: 477 / 1950
2_1_floorplan: 435 / 1820
## power groups by stage
stage / registers (mW) / logic, mW / clock network (mW)
after CTS: 0.442 / 0.000000305 / 0.351
after global routing: 0.442 / 0.000000305 / 0.375
final: 0.442 / 0.000000305 / 0.341
## state kept, by name (all words and copies together) (netlist names)
register  count
cuenta       32
luz           8
## cell type report
type | count | area share (%)
well taps | 52 | 3.17
repair buffers | 9 | 4.26
clock inverters | 2 | 1.71
clock buffers | 6 | 3.53
inverters | 6 | 1.10
flip-flops and latches | 40 | 42.9
multi-input cells | 127 | 43.4
## routing by layer
| metal | global-route usage [%] | part of all wire (%) | up-vias |
|---|---|---|---|
| met5 | 0 | 0 | - |
| met4 | 1.81 | 1.6 | 0 |
| met3 | 3.39 | 4.5 | 5 |
| met2 | 21.4 | 43 | 25 |
| met1 | 25.9 | 51 | 602 |
| li1 | - | - | 654 |
## worst paths after layout
check                           startpoint    endpoint  slack, ps  depth (start not counted)
worst max-delay path             cuenta[0]      luz[1]       1730                          6
worst min-delay path            cuenta[31]  cuenta[31]        490                          1
worst max register to register   cuenta[0]      luz[1]       1730                          6
worst min register to register  cuenta[31]  cuenta[31]        490                          1
## synth_stat cells, drive strengths merged, types with 3 or more instances
master	number
dfxtp	32
xnor2	24
nand2	16
nand3	15
nor2	15
nand4	13
xor2	9
edfxtp	8
nor3	7
nor4	7
inv	6
and3	4
and4	4
buf	4
ha	3
nor4b	3
Power figures rest on the tool's default switching activity, not on a simulated workload.
